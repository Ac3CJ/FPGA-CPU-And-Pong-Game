**design/flow/config.mk**
```make
export PLATFORM = sky130hd
export DESIGN_NAME = ball
export DESIGN_NICKNAME = ball
export VERILOG_FILES = /design/flow/design.v
export SDC_FILE = /design/flow/constraint.sdc
export NUM_CORES = 4
export LEC_CHECK = 1
export CORE_UTILIZATION = 30
```
**design/flow/constraint.sdc**
```tcl
current_design ball

set clk_period 6.8
set clk_io_pct 0.2

create_clock -name clk0 -period $clk_period [get_ports {PixelClock}]

set non_clock_inputs [all_inputs -no_clocks]
set_input_delay [expr $clk_period * $clk_io_pct] -clock clk0 $non_clock_inputs
set_output_delay [expr $clk_period * $clk_io_pct] -clock clk0 [all_outputs]
```
**design/flow/design.v**
```verilog
module ball
#(								 
	oLeft = 10,				 
	oTop = 10,				 
	oHeight = 20,			 
	oWidth = 20,			 
	pHeight = 150,
	pWidth = 50,
	sWidth = 800,			 
	sHeight = 600,			 
	xDirMove = 0,			 
	yDirMove = 1			 
)
(
	input PixelClock,					 
	input Reset,						 
	input  logic [10:0] xPos,		 
	input  logic [ 9:0] yPos,		 
	output logic drawBall,			 
	input logic [10:0] plPosX,
	input logic [10:0] plPosY,
	input logic [10:0] prPosX,
	input logic [10:0] prPosY,
	output logic [5:0]leftScore, rightScore		 
);
	logic [10:0] left;						
	logic [10:0] right;						
	logic [10:0] top;
	logic [10:0] bottom;
	logic [10:0] padlLeft;						
	logic [10:0] padlRight;						
	logic [10:0] padlTop;
	logic [10:0] padlBottom;
	logic [10:0] padrLeft;						
	logic [10:0] padrRight;						
	logic [10:0] padrTop;
	logic [10:0] padrBottom;
	logic [10:0] ballX = oLeft;
	logic [10:0] ballY = oTop;
	logic [5:0] localLeftScore = 0;
	logic [5:0] localRightScore = 0;
	logic xdir = xDirMove;
	logic ydir = yDirMove;	
	assign left = ballX;						 
	assign right = ballX + oWidth;		 
	assign top = ballY;						 
	assign bottom = ballY + oHeight;		 
	assign padlLeft = plPosX;
	assign padlRight = plPosX + pWidth;
	assign padlTop = plPosY;
	assign padlBottom = plPosY + pHeight;
	assign padrLeft = prPosX;
	assign padrRight = prPosX + pWidth;
	assign padrTop = prPosY;
	assign padrBottom = prPosY + pHeight;
	always_ff @(posedge PixelClock)
	begin
		if( Reset == 1 ) begin		 
				ballX <= oLeft;
				ballY <= oTop;
				xdir <= xDirMove;
				ydir <= yDirMove;
				leftScore <= 0;
				rightScore <= 0;
				localLeftScore <= 0;
				localRightScore <= 0;
		end
		else begin				
				ballX <= (xdir == 1) ? ballX + 1 : ballX - 1;	 
				ballY <= (ydir == 1) ? ballY + 1 : ballY - 1;	 
				if (top  <= 1) ydir <= 1; 				 
				if (bottom >= sHeight) ydir <= 0;	 
				if ((bottom >= padlTop) & (top <= padlBottom) & (left <= padlRight) & (bottom <= padlBottom) & (top >= padlTop)) xdir <= 1;
				else if ((right >= padlLeft) & (left <= padlRight) & (top <= padlBottom) & (top >= padlTop)) ydir <= 1;
				else if ((right >= padlLeft) & (left <= padlRight) & (bottom <= padlBottom) & (bottom >= padlTop)) ydir <= 0;
				if ((bottom >= padrTop) & (top <= padrBottom) & (right >= padrLeft) & (bottom <= padrBottom) & (top >= padrTop)) xdir <= 0;
				else if ((right >= padrLeft) & (left <= padrRight) & (top <= padrBottom) & (top >= padrTop)) ydir <= 1;
				else if ((right >= padrLeft) & (left <= padrRight) & (bottom <= padrBottom) & (bottom >= padrTop)) ydir <= 0;
				if ((left <= 1) | (right >= sWidth)) begin 
					ballX <= oLeft;
					ballY <= oTop;
					ydir <= yDirMove;
					if (left <= 1) begin 
						localRightScore <= localRightScore + 1;
						xdir <= 0;
					end
					else begin 
						localLeftScore <= localLeftScore + 1;
						xdir <= 1;
					end
				end
				rightScore <= localRightScore;
				leftScore <= localLeftScore;
		end
	end
	assign drawBall = ((xPos > left) & (yPos > top) & (xPos < right) & (yPos < bottom)) ? 1 : 0;
endmodule 
```
**design/flow/run.sh**
```bash
#!/bin/bash
# OpenROAD 26Q1-2900-gdf79404cd8, Yosys 0.63+post, stock flow scripts
make -C /OpenROAD-flow-scripts/flow DESIGN_CONFIG=/design/flow/config.mk WORK_HOME=/design/flow/orfs finish
```
==> impl_metrics.prom <==
# HELP chip_impl_metric Metrics from one implementation run
# TYPE chip_impl_metric gauge
chip_impl_metric{name="worst_case_headroom_to_the_max_slew_limit",unit=""} 0.4687
chip_impl_metric{name="wl_met3",unit="um"} 788
chip_impl_metric{name="setup_viol_count_final",unit=""} 0
chip_impl_metric{name="synth-edff-count",unit=""} 0
chip_impl_metric{name="syn-cell-area",unit="sq mm"} 0.006792
chip_impl_metric{name="timing.hold.ws",unit="ns"} 0.4772
chip_impl_metric{name="min_delay_path_depth",unit=""} 1
chip_impl_info{name="route.top_layer_used",value="met4"} 1
chip_impl_metric{name="grt_max_degree",unit=""} 28
chip_impl_metric{name="cp_data_required_time",unit="ns"} 5.44
chip_impl_metric{name="reg2reg_slack",unit="ns"} 2.38
chip_impl_metric{name="worstPathBufferInverterCount",unit=""} 3
chip_impl_metric{name="achievable-frequency",unit="GHz"} 0.1800
chip_impl_metric{name="postCtsHoldBufs",unit=""} 0
chip_impl_metric{name="drive_above_1_share",unit=""} 0.02503
chip_impl_metric{name="critPathMaxStageDelay",unit="ns"} 0.73
chip_impl_metric{name="globalRouteOverflowTotal",unit=""} 0
chip_impl_info{name="min-delay-path-class",value="reg -> reg"} 1
chip_impl_metric{name="cp.depth",unit=""} 11
chip_impl_metric{name="htree_levels",unit=""} 2
chip_impl_metric{name="clk_pin_slew_worst_paths",unit="ns"} 0.07
chip_impl_metric{name="dieHeight",unit="um"} 152.5
chip_impl_metric{name="detailed_place.area",unit="sq mm"} 0.007899
chip_impl_metric{name="leakage",unit="uW"} 0.003742
chip_impl_info{name="critPathCapture",value="drawBall"} 1
chip_impl_metric{name="final-hold-violation-count",unit=""} 0
chip_impl_info{name="timing.critical_path.cells",value="inv_1, ha_1, inv_1, ha_1, a21o_1, a21o_1, a21oi_1, o21ai_0, maj3_1, a311oi_1, clkdlybuf4s50_1"} 1
chip_impl_metric{name="first_pass_grt_wire_length",unit="um"} 29180
chip_impl_metric{name="dp_hpwl",unit="um"} 14910
chip_impl_info{name="run_status",value="finished clean"} 1
chip_impl_metric{name="fp-row-count",unit=""} 54
chip_impl_metric{name="timing.reg2reg.worst_path_depth",unit=""} 12
chip_impl_info{name="synthFlopType",value="sky130_fd_sc_hd__dfxtp_1"} 1
chip_impl_metric{name="core_area",unit="sq mm"} 0.02203
chip_impl_metric{name="detailroute.wirelength.met2",unit="um"} 7952
chip_impl_info{name="worst_setup_path_startpoint",value="ballY[2]"} 1
chip_impl_info{name="rsz0062_at_grt",value="no"} 1
chip_impl_metric{name="ant_nets",unit=""} 0
chip_impl_metric{name="buffer_ports.inserted",unit=""} 79
chip_impl_metric{name="yosys_warnings",unit=""} 1
chip_impl_metric{name="wl_per_cell",unit="um"} 15.01
chip_impl_metric{name="fin_crit_sh",unit=""} 0.8170
chip_impl_metric{name="dr_total_vias",unit=""} 6100
chip_impl_metric{name="m1WireLength",unit="um"} 9088
chip_impl_metric{name="floorplan.die_area",unit="sq mm"} 0.02324
chip_impl_metric{name="yosysCellCount",unit=""} 844
chip_impl_metric{name="grt_antenna_before_repair",unit=""} 0
chip_impl_info{name="setup.worst_path.class",value="reg -> out"} 1
chip_impl_metric{name="arrival",unit="ns"} 4.20
chip_impl_metric{name="cap_viol_max_count",unit=""} 0
chip_impl_metric{name="timing.setup.tns",unit="ns"} 0
chip_impl_metric{name="synth-seq-area-share",unit=""} 0.1415
chip_impl_info{name="layout.cells.most_common",value="sky130_fd_sc_hd__ha_1"} 1
chip_impl_metric{name="floorplan.initialDensity",unit=""} 0.3083
chip_impl_metric{name="detailedRoute.firstIterationViolations",unit=""} 262
chip_impl_metric{name="power_per_cell_area",unit="mW/mm^2"} 202.1
chip_impl_metric{name="synth-async-reset-ratio",unit=""} 0
chip_impl_metric{name="unique_cell_type_count_in_the_yosys_netlist",unit=""} 65
chip_impl_metric{name="clk_latency",unit="ns"} 0.29
chip_impl_metric{name="drc_errors",unit=""} 0
chip_impl_metric{name="synth.avg_cell_area",unit="sq um"} 8.047
chip_impl_metric{name="route.final.wire_length",unit="um"} 18000
chip_impl_metric{name="log.warning_count",unit=""} 44
chip_impl_info{name="crit_family",value="adder cells"} 1
chip_impl_metric{name="p_total",unit="uW"} 1634
chip_impl_info{name="regToRegEndpoint",value="ydir"} 1
chip_impl_info{name="tritoncts",value="yes"} 1
chip_impl_metric{name="firstDrtPassIters",unit=""} 6
chip_impl_metric{name="die_w",unit="um"} 152.5
chip_impl_info{name="final_cell_mix",value="sky130_fd_sc_hd__ha_1, sky130_fd_sc_hd__inv_1, sky130_fd_sc_hd__clkdlybuf4s50_1"} 1
chip_impl_info{name="cts.root.buffer_cell",value="sky130_fd_sc_hd__clkbuf_16"} 1
chip_impl_metric{name="vias_per_cell",unit=""} 5.088
chip_impl_metric{name="yosysChipArea",unit="sq mm"} 0.006792
chip_impl_metric{name="tritoncts_num_sinks",unit=""} 48
chip_impl_metric{name="worstMarginPinSlew",unit="ns"} 0.7908
chip_impl_metric{name="postLayoutSetupSlackWorst",unit="ns"} 1.244
chip_impl_metric{name="post_cts_resized",unit=""} 0
chip_impl_metric{name="tritoncts.num_buffers",unit=""} 5
chip_impl_metric{name="power.ir.vdd_worst",unit="uV"} 132.8
chip_impl_metric{name="grt_pass1_vias",unit=""} 5765
chip_impl_metric{name="grt_usage",unit=""} 0.1569
chip_impl_metric{name="final_cell_area_excluding_filler_cells",unit="sq mm"} 0.008084
chip_impl_metric{name="synth.ff_latch_count",unit=""} 48
chip_impl_metric{name="period_needed",unit="ns"} 5.556
chip_impl_metric{name="placement.setup.worst_slack",unit="ns"} 1.241
chip_impl_info{name="critical-path-slowest-cell",value="sky130_fd_sc_hd__dfxtp_1"} 1
chip_impl_metric{name="pins_over_slew_limit",unit=""} 0
chip_impl_info{name="critPathCaptureType",value="output port"} 1
chip_impl_info{name="worstReg2RegStart",value="ballY[2]"} 1
chip_impl_metric{name="diodes",unit=""} 0
chip_impl_metric{name="synthToLayoutAreaGrowth",unit="%"} 19.03
chip_impl_metric{name="place_congestion",unit=""} 0.9328
chip_impl_metric{name="cts_buffer_depth",unit=""} 2
chip_impl_metric{name="post_synth_inst_count",unit=""} 844
chip_impl_metric{name="worst-path-max-fanout",unit=""} 11
chip_impl_metric{name="worst_clock_skew",unit="ns"} 0.008028
chip_impl_metric{name="cts_setup_buffers",unit=""} 0
chip_impl_info{name="critPathLaunchType",value="flop"} 1
chip_impl_metric{name="top_level_ports",unit=""} 80
## how the worst min path moves through the flow
stage / from / to / slack [ns]
after global routing: localLeftScore[5] / leftScore[5] / 0.50
after CTS: localRightScore[5] / rightScore[5] / 0.48
final: localRightScore[5] / rightScore[5] / 0.48
## worst reg2reg max path: stages (launching register included)
cell and delay (ns):
sky130_fd_sc_hd__dfxtp_1 0.73, sky130_fd_sc_hd__inv_1 0.46, sky130_fd_sc_hd__ha_1 0.56, sky130_fd_sc_hd__ha_1 0.34
sky130_fd_sc_hd__nand4_1 0.13, sky130_fd_sc_hd__o32ai_1 0.29, sky130_fd_sc_hd__a31oi_1 0.13, sky130_fd_sc_hd__a221oi_2 0.28
sky130_fd_sc_hd__a211oi_1 0.08, sky130_fd_sc_hd__maj3_2 0.35, sky130_fd_sc_hd__or4_4 0.53, sky130_fd_sc_hd__o211a_1 0.14
sky130_fd_sc_hd__o32a_1 0.32
## logic make-up (layout without fill, tap and decap cells)
| family | count (synthesis) | in the layout | share of synthesized area |
|---|---|---|---|
| multiplexers | 3 | 3 | 0.004422 |
| XOR/XNOR | 73 | 73 | 0.09414 |
| buffers and inverters | 111 | 186 | 0.06301 |
| flip-flops | 48 | 48 | 0.1415 |
| AND-OR/OR-AND | 204 | 204 | 0.2036 |
| adder cells (fa/ha/maj) | 172 | 172 | 0.3163 |
| AND/OR/NAND/NOR | 233 | 233 | 0.1770 |
## layout make-up
| cell class | instances | area, sq um |
|---|---|---|
| fillers | 2232 | 13940 |
| multi-input cells | 685 | 5403 |
| flip-flops and latches | 48 | 960.9 |
| repair buffers | 84 | 828.3 |
| inverters | 95 | 356.6 |
| well taps | 280 | 350.3 |
| clock buffers | 5 | 125.1 |
| clock inverters | 2 | 60.06 |
## registers in the layout, indices dropped and copies added (netlist names)
signal / cells
localRightScore: 6
ballX: 11
ydir: 1
xdir: 1
rightScore: 6
leftScore: 6
ballY: 11
localLeftScore: 6
## layer usage
layer / vias to the layer above / track usage
met4: 0 / 0.01443
met2: 142 / 0.2594
met1: 2749 / 0.2316
met3: 15 / 0.01391
met5: - / 0
li1: 3194 / -
## report_power, final
| group | internal [uW] | switching, uW | leakage [uW] |
|---|---|---|---|
| logic | 424 | 513 | 0.00326 |
| clock network | 209 | 106 | 0.0000899 |
| registers | 308 | 74.2 | 0.000389 |
| total | 941 | 693 | 0.00374 |
## cell usage after synthesis, types with 7 or more instances
| cell type | n | area share |
|---|---|---|
| sky130_fd_sc_hd__ha_1 | 170 | 0.31 |
| sky130_fd_sc_hd__inv_1 | 94 | 0.052 |
| sky130_fd_sc_hd__nor2_1 | 63 | 0.035 |
| sky130_fd_sc_hd__xnor2_1 | 61 | 0.079 |
| sky130_fd_sc_hd__a21oi_1 | 51 | 0.038 |
| sky130_fd_sc_hd__dfxtp_1 | 48 | 0.14 |
| sky130_fd_sc_hd__nand2_1 | 38 | 0.021 |
| sky130_fd_sc_hd__o21ai_0 | 31 | 0.023 |
| sky130_fd_sc_hd__nand3_1 | 30 | 0.022 |
| sky130_fd_sc_hd__a21o_1 | 26 | 0.029 |
| sky130_fd_sc_hd__nand4_1 | 26 | 0.024 |
| sky130_fd_sc_hd__nor2b_1 | 21 | 0.019 |
| sky130_fd_sc_hd__o21a_1 | 20 | 0.022 |
| sky130_fd_sc_hd__nor3_1 | 14 | 0.010 |
| sky130_fd_sc_hd__xor2_1 | 12 | 0.015 |
| sky130_fd_sc_hd__clkbuf_1 | 9 | 0.0050 |
| sky130_fd_sc_hd__nand2b_1 | 8 | 0.0074 |
| sky130_fd_sc_hd__a31oi_1 | 7 | 0.0064 |
| sky130_fd_sc_hd__o21bai_1 | 7 | 0.0077 |
## stage by stage
step,cells,utilization
global placement,1192,0.3586
global route,1199,0.3670
detailed placement,1192,0.3586
CTS,1199,0.3670
finish,1199,0.3670
floorplan,844,-
Power is estimated from default activity; no workload was simulated.
