==> ./design.v <==
module VgaController
(
	input	logic	Clock,
	input	logic	Reset,
	output	logic	blank_n,
	output	logic	sync_n,
	output	logic	hSync_n,
	output	logic 	vSync_n,
	output	logic	[10:0] nextX,
	output	logic	[ 9:0] nextY
);
	logic [10:0] hCount;
	logic [ 9:0] vCount;
	always_ff@(posedge Clock) begin
		if (Reset) begin	 
			hCount <= 0;
			vCount <= 0;
		end
		if (hCount > 1039) hCount <= 0; 								 
		else hCount <= hCount + 1;										 
		if (vCount > 665) vCount <= 0;								 
		else if (hCount > 1039) vCount <= vCount + 1;			 
		if (hCount < 800) nextX <= hCount;							 
		else nextX <= 0;													 
		if (vCount < 600) nextY <= vCount;							 
		else nextY <= 0;													 
		if ((hCount >= 800)|(vCount >= 600)) blank_n <= 0;		 
		else blank_n <= 1;												 
		if (hCount >= 856 & hCount < 976) hSync_n <= 0;			 
		else hSync_n <= 1;												 
		if (vCount >= 637 & vCount < 643) vSync_n <= 0;			 
		else vSync_n <= 1;												 
		if (((hCount >= 856) & (hCount < 976)) | ((vCount >= 637) & (vCount < 643))) sync_n <= 0; 	 
		else sync_n <= 1;																										 
	end
endmodule
==> ./run.sh <==
#!/bin/bash
# OpenROAD 26Q1-2900-gdf79404cd8, Yosys 0.63+post, stock flow scripts
make -C /OpenROAD-flow-scripts/flow DESIGN_CONFIG=/design/flow/config.mk WORK_HOME=/design/flow/orfs finish
==> ./config.mk <==
export PLATFORM = sky130hd
export DESIGN_NAME = VgaController
export DESIGN_NICKNAME = VgaController
export VERILOG_FILES = /design/flow/design.v
export SDC_FILE = /design/flow/constraint.sdc
export NUM_CORES = 4
export LEC_CHECK = 1
export CORE_UTILIZATION = 40
==> ./constraint.sdc <==
current_design VgaController

set clk_period 3.7
set clk_io_pct 0.2

create_clock -name clk0 -period $clk_period [get_ports {Clock}]

set non_clock_inputs [all_inputs -no_clocks]
set_input_delay [expr $clk_period * $clk_io_pct] -clock clk0 $non_clock_inputs
set_output_delay [expr $clk_period * $clk_io_pct] -clock clk0 [all_outputs]
==> run notes <==
State of the implementation.

- The run finished with clean final reports.
- The pin count of the biggest net entering global routing is 19, for reference.
- In this run, the synthesized area fraction spent on xor and xnor cells is recorded as 3.743%.
- The total via count in the routed design is 1498, for reference.
- The number of antenna violations at the first check in global routing came to 0.
- The tally of nets with antenna violations remaining after routing is 0, for reference.
- Measured along the x axis, the die boundary spans 70.41 um.
- The global-route wire length before repair is 6272 um, for reference.
- In this run the count of I/O pins placed on the die edge is 27.
- Per the final report, max-transition violations number 0.
- Per the timing report, the most critical flop-to-flop path finishes at vCount[7]$_SDFFE_PN0P_.
- The placeable core region is 0.004414 mm^2, for reference.
- The multiplexer fraction of the synthesized cell area is 0%, for reference.
- Together, buffers and inverters on the worst path number 1.
- The post-layout total power is 0.0008703 W, for reference.
- The critical-path maximum fanout is 18, for reference.
- Traced cell by cell, the critical path runs through clkinv_1 > or4_1 > a31oi_1.
- The synthesized chip area reported by yosys is 0.001872 mm^2, for reference.
- The worst setup path is launched from a flop.
- The library cells used most frequently in the layout, excluding fill and tap cells, are dfxtp_1, clkdlybuf4s50_1, and2_1.
- Post-CTS repair ended up resizing 0 cells.
- CTS reports a maximum clock tree buffer depth of 2.
- For reference, full adder, half adder and majority cells occupy 3.342% of the area reported after synthesis.
- The number of violations of the max-capacitance limit is 0, for reference.
- Per the synthesis report, the number of distinct cell types is 38.
- The worst setup path is captured at a flop.
- According to the timing report, the critical path is launched from hCount[10]$_SDFF_PN0_.
- In the setup report, the worst path falls into the class flop to flop.
- The clock sink count is 46, for reference.
- Per the final timing report, the hold violations number 0.
- The synthesized area divided by synthesized cell count is 9.221 um^2, for reference.
- TritonCTS built the clock tree.
- The tree is rooted in a clkbuf_8.
- Summing over the stages, the warning tally comes to 29.
- The via density per instance is 5.369, for reference.
- The count of antenna diodes in the layout is 0, for reference.
- The total number of yosys warnings is 1, for reference.
- The standby leakage power is 0.8561 nW, for reference.
- The number of filler instances in the final layout is 387, for reference.
- For this design, Yosys synthesis ends with a cell count of 203.
- Post-route period utilization is reported as 56.50%.
- The final weighted congestion of routability-driven global placement is 0.8643, for reference.
- For flop-to-flop paths, the worst setup slack is 1610 ps.
- Power spread over the standard cell area amounts to 382.8 mW/mm^2.
- The chip occupies 0.004957 mm^2.
- The number of endpoints failing setup at the final stage is 0, for reference.
- The sequential area share after synthesis is 49.20%, for reference.
- The count of mapped cells out of synthesis is 203, for reference.
- The final-layout worst hold slack is 490.9 ps, for reference.
- The relative max-transition margin is 49.40%, for reference.
- The insertion delay of the later-clocked pin in the worst-skew pair is 290 ps, for reference.
- Walking the critical path from launch to capture passes 3 cell instances.
- In the global route stage, overall resource usage came out at 15.94%.
- Summing every instance area after synthesis gives 0.001872 mm^2.
- From bottom edge to top edge, the die measures 70.41 um.
- TritonRoute reported its final design rule violation total as 0.
- Once the clock tree was built, the setup fixing pass inserted 0 buffers.
- The final layout reports a setup TNS of 0 ps.
- The buffer_ports step reported a buffer count of 26.
- The transition time recorded at the tightest slew-check pin is 759.0 ps.
- According to the timing report, the data required time at the worst endpoint equals 3930 ps.
- The hold-fix buffer count after cts is 0, for reference.
- After layout, the minimum clock period comes to 2091 ps.
- At the worst endpoint, the arrival time is 2320 ps.
- In this design, the stage delay of the slowest critical-path cell is 680 ps.
- Counting flops and latches in the post-synthesis netlist gives 46.
- The share of async-settable or async-resettable flops after synthesis is 0%, for reference.
- The timing report gives the clock slew at the launch and capture registers of the worst setup and hold paths as 90 ps.
- The standard cell with the maximum stage delay on the critical path is dfxtp_1, for reference.
- For reference, simple AND, OR, NAND and NOR cells occupy 24.00% of the area reported after synthesis.
- Of the total synthesized cell area, the portion taken by AND-OR and OR-AND cells is 14.91%.
- The number of global-route vias before repair is 1280, for reference.
- The initial standard-cell utilization of the core is 42.40%, for reference.
- The H-tree generated during clock tree synthesis spans 2 levels.
- Setup repair after global routing left no endpoint under its margin.
- Based on the critical path, the design can be clocked at up to 478.3 MHz.
- The floorplan row count is 24, for reference.
- The clock skew after layout is 2.719 ps, for reference.
- The most critical min-delay path falls under flop to flop.
- The HPWL reported at the end of detailed placement is 2415 um, for reference.
- The largest vdd supply drop is 154.1 uV, for reference.
- The number of flops mapped to enable cells by yosys is 0, for reference.
- The area added between synthesis and finish is 21.46%, for reference.
- The global-route congestion overflow total is 0, for reference.
- After the first detailed-routing iteration, the DRC count stood at 104.
- The timing report attributes the biggest portion of critical-path delay to flip-flops.
- Counting only logic cells after layout, the most numerous master is dfxtp_1.
- The main logic family after synthesis is simple AND/OR/NAND/NOR gates, for reference.
- The total iterations of the first detailed-routing run is 4, for reference.
- Per the final layout report, the fraction of cells sized above drive strength 1 comes to 4.846%.
- The total CTS buffers is 5, for reference.
- In the synthesized netlist the dominant register cell turns out to be dfxtp_1.
- Following the worst setup path forward leads to its endpoint at vCount[7]$_SDFFE_PN0P_.
- The startpoint of the worst-slack reg-to-reg timing path is hCount[10]$_SDFF_PN0_, for reference.
- The average wire per standard cell is 12.78 um, for reference.
- The worst register-to-register path has a depth of 3.
- In the post-route report, total wirelength is listed as 3567 um.
==> flip-flops by register name (all words and copies together) (netlist names) <==
| signal | cells |
|---|---|
| hCount | 11 |
| nextX | 11 |
| nextY | 10 |
| vCount | 10 |
| blank_n | 1 |
| hSync_n | 1 |
| sync_n | 1 |
| vSync_n | 1 |
==> cell families after synthesis <==
group	Yosys count
buffers and inverters	22
DFF	46
other	1
xor gates and xnor gates	8
AOI/OAI and AO/OA	41
adders and majority gates	5
and+or+nand+nor	80
==> metal layers <==
metal	share of wire, %	wire [um]	global-route usage [%]
met4	1.2	44	2.889
met1	51	1814	28.80
met2	42	1492	20.21
met5	0	0	0
met3	6.1	216	3.066
==> layout make-up <==
class                           instances  area, um^2  share of cell area, %
Clock buffer                            5       68.82                  3.027
Clock inverter                          3       45.04                  1.981
Inverter                               11       41.29                  1.816
Multi-Input combinational cell        135       864.6                  38.03
Sequential cell                        46       920.9                  40.51
Tap cell                               52       65.06                  2.862
Timing Repair Buffer                   27       267.8                  11.78
==> synth_stat cells, types with 2 or more instances <==
| master | count | area share (%) |
|---|---|---|
| nand4b_1 | 2 | 0.94 |
| nand2_1 | 5 | 1.0 |
| and4_1 | 3 | 1.4 |
| clkinv_1 | 2 | 0.40 |
| o21ai_0 | 3 | 0.80 |
| o21a_1 | 3 | 1.2 |
| a21oi_1 | 9 | 2.4 |
| or4_1 | 4 | 1.6 |
| and3_1 | 5 | 1.7 |
| and2_1 | 17 | 5.7 |
| inv_1 | 9 | 1.8 |
| a31oi_1 | 6 | 2.0 |
| xor2_1 | 6 | 2.8 |
| nor3_1 | 4 | 1.1 |
| nand3_1 | 11 | 2.9 |
| nand4_1 | 7 | 2.3 |
| nor2_1 | 16 | 3.2 |
| dfxtp_1 | 46 | 49 |
| ha_1 | 5 | 3.3 |
| clkbuf_1 | 8 | 1.6 |
| xnor2_1 | 2 | 0.94 |
| o211ai_1 | 12 | 4.8 |
| buf_2 | 3 | 0.80 |
==> power breakdown <==
part	total [W]	internal (W)	switching, W
registers	0.000495	0.000495	0.000000108
clock network	0.000371	0.000201	0.000170
logic	0.00000415	0.00000208	0.00000207
==> metrics by stage <==
step | utilization (%) | cells | setup slack, ps | instance area [um^2]
6_report | 51.50 | 279 | 1609 | 2273
5_1_grt | 51.50 | 279 | 1389 | 2273
3_5_place_dp | 48.92 | 271 | 1658 | 2160
2_1_floorplan | - | 203 | 2047 | 1872
3_3_place_gp | 48.92 | 271 | 1757 | 2160
4_1_cts | 51.50 | 279 | 1639 | 2273
==> how the worst min path moves through the flow <==
stage	startpoint	endpoint	cells past startpoint
CTS	vCount[9]$_SDFFE_PN0P_	vSync_n$_DFF_P_	1
global route	vCount[9]$_SDFFE_PN0P_	vSync_n$_DFF_P_	1
finish	vCount[9]$_SDFFE_PN0P_	vSync_n$_DFF_P_	1
No activity file was given, so power comes from the tool's default toggle rates.
