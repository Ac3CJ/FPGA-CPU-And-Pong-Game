===== /design/flow/design.v =====
module paddle
#(									 
	pLeft = 30,					 
	pTop = 225,					 
	oHeight = 150,				 
	oWidth = 50,				 
	sHeight = 600,				 
	yDirMove = 1,				 
	alwaysDisplay = 0			 
)
(
	input PixelClock,									 
	input Reset,										 
	input  logic [10:0] xPos,						 
	input  logic [ 9:0] yPos,						 
	output logic drawPaddle,						 
	input logic [1:0] butCont,						 
	output logic [10:0] padPosX, padPosY		 
);
	logic [10:0] padLeft;						
	logic [10:0] padRight;
	logic [10:0] padTop;
	logic [10:0] padBottom;
	logic [10:0] pX = pLeft;
	logic [10:0] pY = pTop;
	assign padLeft = pX;						 
	assign padRight = pX + oWidth;		 
	assign padTop = pY;						 
	assign padBottom = pY + oHeight;		 
	always_ff @(posedge PixelClock)
	begin
		if( Reset == 1 ) begin					 
			pX <= pLeft;
			pY <= pTop;
			padPosX <= pLeft;
			padPosY <= pTop;
		end
		else begin
			if (alwaysDisplay == 0) begin
				if ((padTop < 1) | padBottom > sHeight) begin 					 
					if (padTop < 1) pY <= 2;											 
					if (padBottom > sHeight) pY <= sHeight - (oHeight + 1);	 
				end
				else begin
					if (^(butCont)) begin						 
						if (butCont[1]) pY <= pY - 1;			 
						if (butCont[0]) pY <= pY + 1;			 
					end
				end
			end
			padPosX <= pX;		
			padPosY <= pY;
		end
	end
	assign drawPaddle = ((xPos > padLeft) & (yPos > padTop) & (xPos < padRight) & (yPos < padBottom)) ? 1 : 0;
endmodule 

===== /design/flow/run.sh =====
#!/bin/bash
# OpenROAD 26Q1-2900-gdf79404cd8, Yosys 0.63+post, stock flow scripts
make -C /OpenROAD-flow-scripts/flow DESIGN_CONFIG=/design/flow/config.mk WORK_HOME=/design/flow/orfs finish

===== /design/flow/config.mk =====
export PLATFORM = sky130hd
export DESIGN_NAME = paddle
export DESIGN_NICKNAME = paddle
export VERILOG_FILES = /design/flow/design.v
export SDC_FILE = /design/flow/constraint.sdc
export NUM_CORES = 4
export LEC_CHECK = 1
export CORE_UTILIZATION = 30

===== /design/flow/constraint.sdc =====
current_design paddle

set clk_period 3.9
set clk_io_pct 0.2

create_clock -name clk0 -period $clk_period [get_ports {PixelClock}]

set non_clock_inputs [all_inputs -no_clocks]
set_input_delay [expr $clk_period * $clk_io_pct] -clock clk0 $non_clock_inputs
set_output_delay [expr $clk_period * $clk_io_pct] -clock clk0 [all_outputs]

==> flow_summary.yaml <==
# implementation run metrics
floorplanning:
  die_area_sq_mm: 0.00987
  io_pins: 48
  die_h_um: 99.4
  fp.dieW_um: 99.4
  core_area_sq_mm: 0.00920
  floorplan.core_util_pct: 30.9
  rows: 35
worst_hold_path:
  min_path_type: "flip-flop to flip-flop"
final_timing:
  fin_skew_ns: 0.0146
  fmax_ghz: 0.282
  rsz0062_at_grt: "no"
  final.min_clock_period_ns: 3.55
  maxSlewViolCount: 0
  tightest_slew_ns: 0.561
  finalSetupViolCount: 0
  finalHoldViolations: 0
  finalCritPeriodShare_pct: 90.9
  relSlewSlack_pct: 62.5
  fin_tns_setup_ns: 0
placement:
  place_congestion: 0.937
  port_buffers: 47
  hpwlAfterDp_um: 5400
synthesis:
  ys.flop_type: "dfxtp_1"
  synth_cells: 328
  netlist_area_sq_mm: 0.00284
  synthArstFlopShare_pct: 0
  syn_avg_cell_area_sq_um: 8.67
  synth_cell_types: 55
  postSynthSeqShare_pct: 31.0
  edf_count: 0
  synth-seq-cells: 44
  yosys_area_sq_mm: 0.00284
  yosys_warnings: 1
  yosysCellCount: 328
worst_setup_path:
  end_kind: "output pin"
  rrSetupSlack_ns: 1.60
  path_class: "primary input to output pin"
  cp-start-kind: "primary input"
  cp_max_fo: 2
  critPathArrivalTime_ns: 2.77
  worstPathRequired_ns: 3.12
global_route:
  grt_max_degree: 26
  grt_pass1_wl_um: 11300
  first_global_vias: 2486
  antenna_found_initial: 0
  overflow: 0
  track_usage_pct: 14.3
job:
  warnings: 30
  drv_cap: 0
route:
  firstDrtPassIters: 4
  antenna_cells: 0
  ant_nets: 0
  wl_um: 6610
  drcViolationCount: 0
  drt-initial-drc-count: 148
  avgViaCountPerCell: 4.98
  routed-via-count: 2490
  wire_per_inst_um: 13.2
clock_network:
  cts_max_level: 2
  clock_sinks: 44
  cts.clk_slew.worst_paths_ns: 0.08
  cts_buffer_depth: 2
  numCtsBuffers: 5
  clock-root-buffer: "clkbuf_8"
  clock.latency.late_pin_ns: 0.30
  cts_tree: "done"
finish:
  drive_above_1_share_pct: 15.2
  area_growth_pct: 30.3
outcome:
  status: "completed"
power:
  p_leak_nw: 1.52
  powerDensity_mw_per_mm2: 295
  peakVddDrop_v: 0.000138
  finalPower_mw: 1.09
where the power goes:
part	switching (mW)	internal (mW)
Combinational	0.121	0.124
Clock	0.160	0.210
Sequential	0.0181	0.462
Total	0.299	0.795
per-stage QoR:
stage                     utilization [%]  worst slack [ns]  hold WS, ns  std cells  instance area (sq um)
final                                40.3             0.354        0.505        500                   3700
after global routing                 40.3             0.209        0.534        500                   3700
after CTS                            40.0         0.0000575        0.513        500                   3680
after detailed placement             38.1           -0.0474        0.500        490                   3500
after global placement               38.1           -0.0420        0.500        490                   3500
after floorplan                         -             0.687        0.460        328                   2840
worst max-delay path, stage by stage:
cell,delay (ns)
clkdlybuf4s50_1,0.44
ha_1,0.32
a21oi_1,0.12
o21ai_0,0.11
or4_1,0.42
o32ai_2,0.10
o22ai_1,0.13
a31oi_2,0.21
dlymetal6s2s_1,0.11
kinds of logic after synthesis:
kind of cell	count (synthesis)	share of synthesized area, %
fa+ha+maj	46	20.2
compound gates	68	16.3
buf+inv	37	5.50
flops	44	31.0
mux	1	0.352
simple gates	109	19.5
xor+xnor	23	7.08
final timing paths:
path                            depth (start not counted)          to     from
worst min-delay path                                    1  padPosX[0]    pX[0]
worst max-delay path                                    9  drawPaddle  yPos[4]
worst min register to register                          1  padPosX[0]    pX[0]
worst max register to register                          9       pY[6]    pY[1]
Yosys cell counts (all sizes together), types with 4 or more instances:
master  instances  share of area [%]
ha             46                 20
dfxtp          44                 31
nor2           28                3.7
inv            26                3.4
nand2          20                2.6
xnor2          20                6.2
o21ai          17                3.3
a21oi          15                2.6
nand3          12                2.1
nor3            8                1.6
or2             8                1.8
nand4           7                1.5
nor4            7                1.5
buf             6                1.4
nor2b           6                1.3
and3            5                1.1
clkbuf          4               0.57
nand2b          4               0.88
routing by layer:
| metal | wire [um] | GRT usage (%) | vias to the layer above |
|---|---|---|---|
| li1 | - | - | 1290 |
| met1 | 3000 | 18.4 | 1141 |
| met2 | 3280 | 26.2 | 50 |
| met3 | 232 | 2.07 | 9 |
| met4 | 98 | 2.15 | 0 |
| met5 | 0 | 0 | - |
layout make-up:
| type | instances | area [sq um] |
|---|---|---|
| Fill cell | 889 | 5490 |
| Multi-Input combinational cell | 247 | 1860 |
| Sequential cell | 44 | 890 |
| Timing Repair Buffer | 63 | 593 |
| Tap cell | 111 | 139 |
| Inverter | 27 | 101 |
| Clock buffer | 6 | 82.6 |
| Clock inverter | 2 | 38.8 |
placed cells by master (no fill, tap or decap), types with 2 or more instances in the layout:
master,n
clkdlybuf4s50_1,46
ha_1,44
dfxtp_1,39
nor2_1,27
inv_1,25
xnor2_1,20
nand2_1,19
buf_4,16
o21ai_0,14
a21oi_1,14
nand3_1,11
or2_2,8
nand4_1,7
nor4_1,7
nor3_1,6
clkbuf_8,6
nor2b_1,5
nand2b_1,4
and3_1,4
dfxtp_2,4
xor2_1,3
a21o_1,3
nor3_2,2
or4_1,2
o22ai_1,2
a2111oi_2,2
o211ai_1,2
a211oi_1,2
a211o_1,2
a22oi_1,2
a31oi_1,2
a21boi_1,2
ha_2,2
state kept, by name (all words and copies together), names as in the netlist:
signal   count
pY          11
padPosX     11
pX          11
padPosY     11
timing repair:
item	in CTS	in global routing
pin swaps	4	4
setup buffers	2	0
gates resized	13	8
setup endpoints to repair	1	1
hold buffers	0	0
Power and IR drop assume default switching activity.
